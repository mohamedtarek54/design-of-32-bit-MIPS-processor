===== flow/constraint.sdc =====
current_design mips

set clk_period 6.8
set clk_io_pct 0.2

create_clock -name clk0 -period $clk_period [get_ports {CLK}]

set non_clock_inputs [all_inputs -no_clocks]
set_input_delay [expr $clk_period * $clk_io_pct] -clock clk0 $non_clock_inputs
set_output_delay [expr $clk_period * $clk_io_pct] -clock clk0 [all_outputs]

===== flow/design.v =====
module ALU (
input wire  [31:0]  SrcA,
input wire  [31:0]  SrcB,
input wire  [2:0]   ALUControl,
output wire         Zero,
output reg  [31:0] ALUResult
);
always @ (*)
  begin
    case(ALUControl)
     3'b000: ALUResult = SrcA & SrcB;
     3'b001: ALUResult = SrcA | SrcB;
     3'b010: ALUResult = SrcA + SrcB;
     3'b100: ALUResult = SrcA - SrcB;
     3'b101: ALUResult = SrcA * SrcB;
     3'b110: ALUResult = (SrcA < SrcB) ? 32'b1 : 32'b0;
    default: ALUResult = 16'b0;
   endcase
  end
  assign Zero = (ALUResult == 32'b0) ? 1'b1 : 1'b0;
endmodule
module ALU_Decoder (
input wire  [1:0] ALUOp,
input wire  [5:0] Funct,
output reg [2:0] ALUControl
);
always @ (*)
begin
  ALUControl = 3'b010;
  if(ALUOp == 2'b01) 
    ALUControl = 3'b100;
  else if(ALUOp == 2'b10)
  begin
    case(Funct)
      6'b100000: ALUControl = 3'b010;
      6'b100010: ALUControl = 3'b100;
      6'b101010: ALUControl = 3'b110;
      6'b011100: ALUControl = 3'b101;
    endcase
  end
end
endmodule
module Adder (
  input wire  [31:0] A,
  input wire  [31:0] B,
  output wire [31:0] C
  );
  assign C = A + B;
endmodule
module Control_Unit (
input wire  [5:0] Opcode,
input wire  [5:0] Funct,
input wire        Zero,
output wire       Jump,
output wire       MemtoReg,
output wire       MemWrite,
output wire       PcSrc,
output wire       ALUSrc,
output wire       RegDst,
output wire       RegWrite,
output wire [2:0] ALUControl
);
wire [1:0] ALUOp;
wire       Branch;
assign PcSrc = Branch & Zero;
Main_Decoder MD(
.Opcode(Opcode),
.Jump(Jump),
.ALUOp(ALUOp),
.MemtoReg(MemtoReg),
.MemWrite(MemWrite),
.Branch(Branch),
.ALUSrc(ALUSrc),
.RegDst(RegDst),
.RegWrite(RegWrite)
);
ALU_Decoder AD(
.ALUOp(ALUOp),
.Funct(Funct),
.ALUControl(ALUControl)
);
endmodule
module Data_Memory (
input wire          CLK,
input wire          WE,
input wire          rst,
input wire [31:0]   A,
input wire [31:0]   WD,
output wire [31:0]  RD,
output wire [15:0]  test_value
);
reg [31:0] register_file [31:0];
integer I;
assign RD = register_file[A];
assign test_value = register_file[0][15:0];
always @ (posedge CLK or negedge rst)
begin
  if(!rst)
  begin
      for(I = 0; I < 100; I = I+1)
        register_file[I] <= 32'b0;
  end
  else if(WE)
    register_file[A] <= WD;
end
endmodule
module Data_Path (
input wire          CLK,
input wire          rst,
input wire  [31:0]  ReadData,
input wire  [31:0]  Instr,
input wire  [2:0]   ALUControl,
input wire          ALUSrc,
input wire          RegDst,
input wire          MemtoReg,
input wire          RegWrite,
input wire          Jump,
input wire          PcSrc,
output wire         Zero,
output wire [31:0]  PC,
output wire [31:0]  ALUResult,  
output wire [31:0]  WriteData
);
wire [31:0] PCPlus4, PCBranch, M1_op, PCNext, SignImm, SignImmsh, Result, SrcA, SrcB;
wire [4:0]  WriteReg;
Adder A1(
.A(PC),
.B(32'd4),
.C(PCPlus4)
);
Adder A2(
.A(SignImmsh),
.B(PCPlus4),
.C(PCBranch)
);
Shift_Left_Twice #(.WIDTH(32)) SLT1 (
.in(SignImm),
.out(SignImmsh)
);
MUX2_1 #(.WIDTH(32)) M1 (
.IN0(PCPlus4),
.IN1(PCBranch),
.sel(PcSrc),
.OUT(M1_op)
);
MUX2_1 #(.WIDTH(32)) M2 (
.IN0(M1_op),
.IN1({PCPlus4[31:28], Instr[25:0], 2'b00}),
.sel(Jump),
.OUT(PCNext)
);
Program_Counter PC1 (
.CLK(CLK),
.rst(rst),
.PC_(PCNext),
.PC(PC)
);
Reg_File RF (
.CLK(CLK),
.rst(rst),
.WE3(RegWrite),
.A1(Instr[25:21]),
.A2(Instr[20:16]),
.A3(WriteReg),
.WD3(Result),
.RD1(SrcA),
.RD2(WriteData)
);
MUX2_1 #(.WIDTH(5)) M3 (
.IN0(Instr[20:16]),
.IN1(Instr[15:11]),
.sel(RegDst),
.OUT(WriteReg)
);
MUX2_1 #(.WIDTH(32)) M4 (
.IN0(ALUResult),
.IN1(ReadData),
.sel(MemtoReg),
.OUT(Result)
);
Sign_Extend EX1(
.Instr(Instr[15:0]),
.SignImm(SignImm)
);
ALU ALU1 (
.SrcA(SrcA),
.SrcB(SrcB),
.ALUControl(ALUControl),
.Zero(Zero),
.ALUResult(ALUResult)
);
MUX2_1 #(.WIDTH(32)) M5 (
.IN0(WriteData),
.IN1(SignImm),
.sel(ALUSrc),
.OUT(SrcB)
);
endmodule
module Instruction_Memory (
input wire [31:0] PC,
output wire [31:0] Instr
);
reg [31:0] ROM [31:0];
initial
  $readmemh("Program 1_MachineCode.txt", ROM);
assign Instr = ROM[PC>>2];
endmodule
module MUX2_1 #(parameter WIDTH = 32) (
input wire [WIDTH-1:0] IN0,
input wire [WIDTH-1:0] IN1,
input wire             sel,
output wire [WIDTH-1:0] OUT
);
assign OUT = (sel) ? IN1 : IN0;
endmodule
module Main_Decoder (
input wire  [5:0] Opcode,
output reg       Jump,
output reg [1:0] ALUOp,
output reg       MemtoReg,
output reg       MemWrite,
output reg       Branch,
output reg       ALUSrc,
output reg       RegDst,
output reg       RegWrite
);
always @ (*)
begin
  Jump = 1'b0;
  ALUOp = 2'b00;
  MemWrite = 1'b0;
  RegWrite = 1'b0;
  RegDst = 1'b0;
  ALUSrc = 1'b0;
  MemtoReg = 1'b0;
  Branch = 1'b0;
  case(Opcode)
     6'b10_0011: begin
          Jump = 1'b0;
          ALUOp = 2'b00;
          MemWrite = 1'b0;
          RegWrite = 1'b1;
          RegDst = 1'b0;
          ALUSrc = 1'b1;
          MemtoReg = 1'b1;
          Branch = 1'b0;
     end
     6'b10_1011: begin
          Jump = 1'b0;
          ALUOp = 2'b00;
          MemWrite = 1'b1;
          RegWrite = 1'b0;
          RegDst = 1'b0;
          ALUSrc = 1'b1;
          MemtoReg = 1'b1;
          Branch = 1'b0;
     end
     6'b00_0000: begin
          Jump = 1'b0;
          ALUOp = 2'b10;
          MemWrite = 1'b0;
          RegWrite = 1'b1;
          RegDst = 1'b1;
          ALUSrc = 1'b0;
          MemtoReg = 1'b0;
          Branch = 1'b0;
     end
     6'b00_1000: begin
          Jump = 1'b0;
          ALUOp = 2'b00;
          MemWrite = 1'b0;
          RegWrite = 1'b1;
          RegDst = 1'b0;
          ALUSrc = 1'b1;
          MemtoReg = 1'b0;
          Branch = 1'b0;
     end
     6'b00_0100: begin
          Jump = 1'b0;
          ALUOp = 2'b01;
          MemWrite = 1'b0;
          RegWrite = 1'b0;
          RegDst = 1'b0;
          ALUSrc = 1'b0;
          MemtoReg = 1'b0;
          Branch = 1'b1;
     end
     6'b00_0010: begin
          Jump = 1'b1;
          ALUOp = 2'b00;
          MemWrite = 1'b0;
          RegWrite = 1'b0;
          RegDst = 1'b0;
          ALUSrc = 1'b0;
          MemtoReg = 1'b0;
          Branch = 1'b0;
     end
  endcase
end
endmodule
module Program_Counter (
input wire        CLK,
input wire        rst,
input wire [31:0] PC_,
output reg [31:0] PC
);
always @ (posedge CLK or negedge rst)
  begin
  if(!rst)
    PC <= 32'b0;
  else
    PC <= PC_;    
  end
endmodule
module Reg_File (
input wire          CLK,
input wire          rst,
input wire          WE3,
input wire  [4:0]   A1,
input wire  [4:0]   A2,
input wire  [4:0]   A3,
input wire  [31:0]  WD3,
output wire [31:0]  RD1,
output wire [31:0]  RD2
);
reg [31:0] register_file [99:0];
integer I;
assign RD1 = register_file[A1];
assign RD2 = register_file[A2];
always @ (posedge CLK or negedge rst)
begin
  if(!rst)
    begin
      for(I = 0; I < 100; I = I+1)
        register_file[I] <= 32'b0;
    end
  else if(WE3)
    begin
      register_file[A3] <= WD3;   
    end
end
endmodule
module Shift_Left_Twice #(parameter WIDTH = 32) (
input wire  [WIDTH-1:0] in,
output wire [WIDTH-1:0] out
);
  assign out = in<<2;
endmodule
module Sign_Extend (
input wire [15:0] Instr,
output wire [31:0] SignImm
);
  assign SignImm = {{16{Instr[15]}}, Instr[15:0]}; 
endmodule
module mips(
  input wire        CLK,
  input wire        rst,
  input wire [31:0] Instr,
  input wire [31:0] ReadData,
  output wire        MemWrite,
  output wire [15:0] test_value,
  output wire [31:0] PC,
  output wire [31:0] ALUOut,
  output wire [31:0] WriteData
  );
  wire Zero, Jump, MemtoReg, PcSrc, ALUSrc, RegDst, RegWrite;
  wire [2:0] ALUControl;
Control_Unit CU(
.Opcode(Instr[31:26]),
.Funct(Instr[5:0]),
.Zero(Zero),
.Jump(Jump),
.MemtoReg(MemtoReg),
.MemWrite(MemWrite),
.PcSrc(PcSrc),
.ALUSrc(ALUSrc),
.RegDst(RegDst),
.RegWrite(RegWrite),
.ALUControl(ALUControl)
);
Data_Path  DP(
.CLK(CLK),
.rst(rst),
.ReadData(ReadData),
.Instr(Instr),
.ALUControl(ALUControl),
.ALUSrc(ALUSrc),
.RegDst(RegDst),
.MemtoReg(MemtoReg),
.RegWrite(RegWrite),
.Jump(Jump),
.PcSrc(PcSrc),
.Zero(Zero),
.PC(PC),
.ALUResult(ALUOut),
.WriteData(WriteData)
);
Instruction_Memory IM (
.PC(PC),
.Instr(Instr)
);
Data_Memory DM (
.CLK(CLK),
.WE(MemWrite),
.rst(rst),
.A(ALUOut),
.WD(WriteData),
.RD(ReadData),
.test_value(test_value)
);
endmodule

===== flow/run.sh =====
#!/bin/bash
# OpenROAD 26Q1-2900-gdf79404cd8, Yosys 0.63+post, stock flow scripts
make -C /OpenROAD-flow-scripts/flow DESIGN_CONFIG=/design/flow/config.mk WORK_HOME=/design/flow/orfs finish

===== flow/config.mk =====
export PLATFORM = sky130hd
export DESIGN_NAME = mips
export DESIGN_NICKNAME = mips
export VERILOG_FILES = /design/flow/design.v
export SDC_FILE = /design/flow/constraint.sdc
export NUM_CORES = 4
export LEC_CHECK = 1
export CORE_AREA = 10 10 104 104
export DIE_AREA = 0 0 114 114
export SYNTH_HDL_FRONTEND = slang

==> flow_metrics.env <==
# implementation run metrics
export IMPL_ys_seq_share=0.344
export IMPL_outcome="stopped before the end"
export IMPL_synth_warnings=0
export IMPL_yosysChipArea_mm2=0.00218
export IMPL_lastStage="synthesis (1_2_yosys)"
export IMPL_ff_type="dfrtp_1"
export IMPL_edf_count=0
export IMPL_synth_flops=30
export IMPL_synth_stat_cells=226
export IMPL_firstError="ERROR: Found 32 problems in 'check -assert'."
export IMPL_ys_types=18
export IMPL_async_flop_share=1.00
==> synthesized netlist by cell type, types with 3 or more instances <==
library cell	count	area, um^2
buf_4	115	863
dfrtp_1	30	751
and3_1	3	18.8
nor2_1	6	22.5
inv_1	3	11.3
nand3_1	14	70.1
xor2_1	6	52.6
nand4_1	10	62.6
nand2_1	9	33.8
xnor2_1	22	193
==> cell families after synthesis <==
| family | after synthesis | synth area share |
|---|---|---|
| buf+inv | 118 | 0.401 |
| simple gates | 48 | 0.136 |
| flops | 30 | 0.344 |
| xor+xnor | 28 | 0.112 |
| fa+ha+maj | 1 | 0.00573 |
| other cells | 1 | 0.00172 |
